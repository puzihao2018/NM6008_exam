==> design/flow/design.v <==
module OAB_top(
    input   logic           roll            ,
    input   logic   [3:0]   bet             ,
    input   logic           clk             ,
    input   logic           rst             ,
    input   logic   [3:0]   code    [9:0]   ,
    output  logic           jackpot         ,
    output  logic   [3:0]   payout
);
parameter N_RNG = 10;
wire    [9:0]   en              ;
wire    [3:0]   r_num   [9:0]   ;
Odd_Selector U1(
    .roll(roll),
    .bet(bet),
    .en(en)
);
generate
    genvar seed, i;
    for(i = 0; i < N_RNG; i = i + 1) begin
        RNG #(  
            .seed(i+10),
            .N(31)
        ) U2 (
            .clk(clk),
            .rst(rst),
            .roll(roll),
            .en(en),
            .out(r_num[i])
        );
    end
endgenerate
payout U3(
    .id(code),
    .in(r_num),
    .en(en),
    .jackpot(jackpot),
    .payout(payout)
);
endmodule
module Odd_Selector(
    input   wire            roll,
    input   wire    [3:0]   bet,
    output  reg     [9:0]   en
);
always @(posedge roll) begin
        case(bet)
        0:  en <= 10'b00000_00000;
        1:  en <= 10'b00000_00001;
        2:  en <= 10'b00000_00011;
        3:  en <= 10'b00000_00111;
        4:  en <= 10'b00000_01111;
        5:  en <= 10'b00000_11111;
        6:  en <= 10'b00001_11111;
        7:  en <= 10'b00011_11111;
        8:  en <= 10'b00111_11111;
        9:  en <= 10'b01111_11111;
        10: en <= 10'b11111_11111;
        default:    en <= 10'b0;
    endcase
end
endmodule
module RNG(
    input   wire            clk,
    input   wire            rst,
    input   wire            roll,
    input   wire            en,
    output  wire    [3:0]   out
);
parameter seed = 10;
parameter N = 31;        
reg         [3:0]   out_lock;
reg     [N-1:0]  prbs;
wire            prbs_bit;
always @(posedge clk or posedge rst) begin
    if(rst) prbs <= seed;
    else    prbs <= {prbs[N-2:0],prbs_bit};
end
generate
    case(N)
        7:  assign prbs_bit = ~(prbs[6]^prbs[5]);
        9:  assign prbs_bit = ~(prbs[8]^prbs[5]);
        31: assign prbs_bit = ~(prbs[30]^prbs[27]);
    endcase
endgenerate
always @(posedge roll or posedge rst) begin
    if(rst) out_lock <= 0;
    else    out_lock <= prbs[3:0];
end
assign out = en?out_lock%10:0;
endmodule
module payout(
    input   logic   [3:0]   id  [9:0]   ,
    input   logic   [3:0]   in  [9:0]   ,
    input   logic   [9:0]   en          ,
    output  logic           jackpot     ,
    output  logic   [3:0]   payout      
);
wire    [9:0]   same;
wire    [9:0]   consecutive;
generate
    genvar i;
    for (i = 0; i < 10; i=i+1) begin
        assign same[i] = (id[i][3:0] === in[i][3:0]) & (en[i]);
        assign consecutive[i] = (id[i] === in[i]) | (~en[i]);
    end
endgenerate
assign payout = same[0] + same[1] + same[2] + same[3] + same[4] + same[5] + same[6] + same[7] + same[8] + same[9];
assign jackpot = &consecutive;
endmodule
==> design/flow/run.sh <==
#!/bin/bash
# OpenROAD 26Q1-2900-gdf79404cd8, Yosys 0.63+post, stock flow scripts
make -C /OpenROAD-flow-scripts/flow DESIGN_CONFIG=/design/flow/config.mk WORK_HOME=/design/flow/orfs finish
==> design/flow/config.mk <==
export PLATFORM = sky130hd
export DESIGN_NAME = OAB_top
export DESIGN_NICKNAME = OAB_top
export VERILOG_FILES = /design/flow/design.v
export SDC_FILE = /design/flow/constraint.sdc
export NUM_CORES = 4
export LEC_CHECK = 1
export CORE_UTILIZATION = 40
export SYNTH_HDL_FRONTEND = slang
==> design/flow/constraint.sdc <==
current_design OAB_top

set clk_period 5.5
set clk_io_pct 0.2

create_clock -name clk0 -period $clk_period [get_ports {clk}]
create_clock -name clk1 -period $clk_period [get_ports {roll}]

set non_clock_inputs [all_inputs -no_clocks]
set_input_delay [expr $clk_period * $clk_io_pct] -clock clk0 $non_clock_inputs
set_output_delay [expr $clk_period * $clk_io_pct] -clock clk0 [all_outputs]
==> reports/results.txt <==
Status = finished with violations
Failing checks = negative setup slack
Sequential fraction of the synthesis area = 84.0%
Number of enable flip-flop cells = 0
Yosys stat chip area = 10700 um2
Post-route cell area = 13100 um2
DRT antenna net count = 0
Pwr/cell area = 395 nW/um2
Worst VDD drop = 0.263 mV
Synth flops = 360
CP Capture Type = output port
Most used logic cell in the final layout = dfrtp_1
DRT Wirelength = 16000 um
Pre-CTS WS = -1.11 ns
CP most frequent cell = fa_1
Core area = 26100 um2
Overflow after GRT = 0
Max-Cap Viols = 0
Final hold slack = 0.343 ns
Post-layout util = 50.3%
Num ports = 52
CP arrival = 4.48 ns
Worst-path cell chain = buf_2, xnor2_1, nand4_1, nor2_1, ha_1, inv_2, fa_1, fa_1, inv_1, fa_1, inv_1, fa_2, fa_2, inv_2, buf_2
CP required = 4.40 ns
Top Layout Cells = dfrtp_1, buf_4, inv_1
Drc violations = 0
Count of pins over their slew limit = 0
Worst slew pin tran = 0.765 ns
DR WL/cell = 14.6 um
Tally of filler cells in the layout = 2046
GP Congestion = 0.782
Largest stage delay on the critical path = 0.55 ns
XOR/XNOR Area Share = 4.18%
Critical path class = in -> out
DIE WIDTH = 166 um
Via count = 4806
CTS tree = done
Main synth FF type = dfrtp_1
Compound-gate portion of the synthesized area = 3.40%
Yosys Warn Count = 0
Layout cells sized above 1 = 21.6%
RSZ-0062 raised after global routing = yes
Die height = 166 um
Worst-path clk slew = 0.06 ns
Slew headroom = 49.0%
Clk sink count = 360
Post-Synthesis Cells = 602
Initial DRC count = 177
Lkg Pwr = 5.27 nW
Critical Path Fanout Max = 2
Number of global-route vias before repair = 5156
Setup-failing EPs final = 2
Clock skew = 0.00751 ns
Pin count of the biggest net entering global routing = 158
Mux frac, synth = 0%
Via density = 4.39
# Cells Yosys = 602
Synth Cell Area = 10700 um2
Startpoint Class = primary input
First-pass GRT wire length = 26400 um
Ant diodes = 0
Pre-antenna DRT Iters = 22
Area added between synthesis and finish = 22.8%
Cts-stage hold buffer count = 0
Number of antenna violations at the first check in global routing = 0
Port bufs = 50
Floorplan utilization = 40.9%
Final worst slack = -0.0832 ns
Syn avg cell area = 17.8 um2
Adder Area Share = 3.23%
Gr usage total = 13.4%
Dpl cell area = 11900 um2
Detailed Place HPWL = 8980 um
Slowest cell on the critical path = fa_2
Hold Fails Final Rpt = 0
Post-synth ARST share = 97.2%
Die ar. = 27400 um2
Rows = 59
Distinct lib cells used = 32
Top logic family = XOR/XNOR gates
Total tool warning count = 37
Hold WC Path Type = reg -> reg
Synth Area in Simple Gates = 3.46%
## kinds of logic after synthesis
family,Yosys count
compound gates,55
xor+xnor,51
fa+ha+maj,24
buf+inv,45
flops,360
simple gates,67
## layer usage
metal  wire length [um]  share of wire, %  up-vias  global-route usage [%]
li1                   -                 -     2215                       -
met1               7370                46     2442                    21.4
met4                573               3.6        0                    4.09
met2               6790                43      110                    18.1
met5                  0                 0        -                       0
met3               1250               7.8       39                    5.09
## critical path: cells and delay by family
family,cells,cell delay (ns)
simple gates,2,0.27
xor+xnor,1,0.15
buf+inv,6,0.41
fa+ha+maj,6,2.57
## stage by stage
step                      power, mW  instances  setup TNS [ns]
final                          5.19       1096          -0.106
after global routing           5.40       1096          -0.820
after CTS                      5.27       1096          -0.206
after detailed placement       2.89       1014           -3.55
after global placement         2.89       1014           -3.35
after floorplan                2.80        602          -86.45
## power by group
| group | switching (mW) | total, mW | internal (mW) |
|---|---|---|---|
| registers | 0.00354 | 2.66 | 2.65 |
| logic | 0.107 | 0.193 | 0.0854 |
| clock network | 0.949 | 2.34 | 1.39 |
## repair_timing
action	CTS	global route
pin swaps	34	5
endpoints found under the setup margin	4	5
gates resized	66	14
buffers inserted	20	0
## flip-flops by register name, summed over array words and instances (netlist names)
signal               count
genblk1.U2.out_lock     40
U1.en                   10
genblk1.U2.prbs        310
## cell type report
| cell class | count | area [um2] | area share, % |
|---|---|---|---|
| inverters | 41 | 158 | 1.20 |
| clock buffers | 48 | 983 | 7.49 |
| well taps | 335 | 419 | 3.19 |
| flip-flops and latches | 360 | 8990 | 68.4 |
| clock inverters | 14 | 161 | 1.23 |
| repair buffers | 101 | 868 | 6.61 |
| multi-input cells | 197 | 1560 | 11.9 |
## synthesized netlist by cell type, types with 10 or more instances
cell	number	area [um2]
a211oi_1	10	75.1
xnor2_1	31	272
dfstp_2	25	657
inv_1	40	150
o211ai_1	10	75.1
dfrtp_1	325	8130
a21oi_1	21	105
xor2_1	20	175
ha_1	18	225
nand2_1	13	48.8
dfxtp_1	10	200
nand3b_1	10	75.1
nor2_1	14	52.6
nand2b_1	11	68.8
## final timing paths
check / from / to / depth (start not counted) / slack [ns]
max: code[6] / payout[1] / 15 / -0.08
min: genblk1[8].U2.prbs[24] / genblk1[8].U2.prbs[25] / 0 / 0.34
max reg2reg: genblk1[9].U2.prbs[0] / genblk1[9].U2.out_lock[0] / 0 / 4.65
min reg2reg: genblk1[8].U2.prbs[24] / genblk1[8].U2.prbs[25] / 0 / 0.34
max in group clk1: bet[0] / U1.en[2] / 6 / 3.17
max in group asynchronous: rst / genblk1[7].U2.out_lock[0] / 3 / 3.36
min in group clk1: genblk1[9].U2.prbs[3] / genblk1[9].U2.out_lock[3] / 0 / 0.60
min in group asynchronous: rst / genblk1[1].U2.prbs[2] / 2 / 0.89
Power is estimated from default activity; no workload was simulated.
